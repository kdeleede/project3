===== ./run.sh =====
#!/bin/bash
# OpenROAD 26Q1-2900-gdf79404cd8, Yosys 0.63+post, stock flow scripts
make -C /OpenROAD-flow-scripts/flow DESIGN_CONFIG=/design/flow/config.mk WORK_HOME=/design/flow/orfs finish

===== ./config.mk =====
export PLATFORM = sky130hd
export DESIGN_NAME = stopwatch
export DESIGN_NICKNAME = stopwatch
export VERILOG_FILES = /design/flow/design.v
export SDC_FILE = /design/flow/constraint.sdc
export NUM_CORES = 4
export LEC_CHECK = 1
export CORE_UTILIZATION = 30

===== ./constraint.sdc =====
current_design stopwatch

set clk_period 3.0
set clk_io_pct 0.2

create_clock -name clk0 -period $clk_period [get_ports {clk}]

set non_clock_inputs [all_inputs -no_clocks]
set_input_delay [expr $clk_period * $clk_io_pct] -clock clk0 $non_clock_inputs
set_output_delay [expr $clk_period * $clk_io_pct] -clock clk0 [all_outputs]

===== ./design.v =====
`timescale 1ns / 1ps
module clock_dividers(
	input clk_in,
	input rst,
	output reg clk_1hz = 0,
	output reg clk_2hz = 0,
	output reg clk_fast = 0,
	output reg clk_blink = 0
);
reg [31:0] count_1hz = 0;
reg [31:0] count_2hz = 0;
reg [31:0] count_fast = 0;   
reg [31:0] count_blink = 0;  
always @(posedge clk_in or posedge rst) begin
	if (rst) begin
		count_1hz <= 32'b0;
		clk_1hz <= 1'b0;
	end
	else if (count_1hz == 49999999) begin
		count_1hz <= 1'b0;
		clk_1hz <= ~clk_1hz;
	end
	else begin
		count_1hz <= count_1hz + 32'b1;
	end
end
always @(posedge clk_in or posedge rst) begin
	if (rst) begin
		count_2hz <= 0;
		clk_2hz <= 0;
	end
	else if (count_2hz == 24999999) begin
		count_2hz <= 0;
		clk_2hz <= ~clk_2hz;
	end
	else begin
		count_2hz <= count_2hz + 1;
	end
end
always @(posedge clk_in or posedge rst) begin
	if (rst) begin
		count_fast <= 0;
		clk_fast <= 0;
	end
	else if (count_fast == 249999) begin
		count_fast <= 0;
		clk_fast <= ~clk_fast;
	end
	else begin
		count_fast <= count_fast + 1;
	end
end
always @(posedge clk_in or posedge rst) begin
	if (rst) begin
		count_blink <= 0;
		clk_blink <= 0;
	end
	else if (count_blink == 12499999) begin
		count_blink <= 0;
		clk_blink <= ~clk_blink;
	end
	else begin
		count_blink <= count_blink + 1;
	end
end
endmodule
`timescale 1ns / 1ps
module counter(
    input rst,
	 input pause,
	 input adj,
	 input sel,
	 input clk,      
	 input clk_adj,  
	 output [3:0] sec_1s_out,
	 output [3:0] sec_10s_out,
	 output [3:0] min_1s_out,
	 output [3:0] min_10s_out
	 );
	 reg clk_sel = 0;
	 reg [3:0] sec_1s = 0;
	 reg [3:0] sec_10s = 0;
	 reg [3:0] min_1s = 0;
	 reg [3:0] min_10s = 0;
	 always @* begin
		if (~adj) begin
			clk_sel = clk;
		end
		else begin
			clk_sel = clk_adj;
		end
	 end
	 always @(posedge clk_sel or posedge rst) begin
		if (rst) begin
			sec_1s <= 0;
			sec_10s <= 0;
			min_1s <= 0;
			min_10s <= 0;
		end
		else if (pause) begin
		end
		else if (adj) begin
			if (sel) begin  
				if (sec_10s == 5 && sec_1s == 9) begin
					sec_1s <= 0;
					sec_10s<= 0;
				end
				else if(sec_1s == 9) begin
					sec_1s <= 0;
					sec_10s<= sec_10s + 1;
				end
				else begin
					sec_1s <= sec_1s + 1;
				end
			end
			else begin  
				if (min_10s == 5 && min_1s == 9) begin
					min_1s <= 0;
					min_10s<= 0;
				end
				else if(min_1s == 9) begin
					min_1s <= 0;
					min_10s<= min_10s + 1;
				end
				else begin
					min_1s <= min_1s + 1;
				end
			end
		end
		else begin
			if (sec_10s == 5 && sec_1s == 9) begin
				sec_1s <= 0;
				sec_10s <= 0;
				if (min_10s == 5 && min_1s == 9) begin
					min_1s <= 0;
					min_10s <= 0;
				end
				else if (min_1s == 9) begin
					min_1s <= 0;
					min_10s<= min_10s + 1;
				end
				else begin
					min_1s <= min_1s + 1;
				end
			end
			else if(sec_1s == 9) begin
				sec_1s <= 0;
				sec_10s<= sec_10s + 1;
			end
			else begin
				sec_1s <= sec_1s + 1;
			end
		end
	 end
assign sec_1s_out = sec_1s;
assign sec_10s_out = sec_10s;
assign min_1s_out = min_1s;
assign min_10s_out = min_10s;
endmodule
`timescale 1ns / 1ps
module debouncer(
    input clk,
	 input btn,
	 output reg btn_out = 0
	 );
reg[15:0] count;
always @ (posedge clk) begin
	if (btn == 0) begin
		count <= 0;
		btn_out <= 0;
	end
	else begin
		count <= count + 1;
		if (count == 16'hffff) begin
			btn_out <= 1;
			count <=0;
		end
	end
end
endmodule
`timescale 1ns / 1ps
module display(
    input [3:0] number,
	 output reg [6:0] seg
	 );
	 always @* begin
		case(number)
			0: seg = 7'b1000000;
			1: seg = 7'b1111001;
			2: seg = 7'b0100100;
			3: seg = 7'b0110000;
			4: seg = 7'b0011001;
			5: seg = 7'b0010010;
			6: seg = 7'b0000010;
			7: seg = 7'b1111000;
			8: seg = 7'b0000000;
			9: seg = 7'b0010000;
			default: seg = 7'b1111111;  
		endcase
	 end
endmodule
`timescale 1ns / 1ps
module stopwatch(
    input clk,
	 input rst,
	 input pause,
	 input sel,
	 input adj,
	 output reg [6:0] seg,
	 output reg [3:0] an
	 );
	 wire pause_out;
	 wire rst_out;
	 wire clk_1hz;
	 wire clk_2hz;
	 wire clk_fast;
	 wire clk_blink;
	 debouncer pause_btn(
		.clk(clk),
		.btn(pause),
		.btn_out(pause_out)
	 );
	 debouncer rst_btn(
		.clk(clk),
		.btn(rst),
		.btn_out(rst_out)
	 );
	 reg is_paused = 0;
	 always @(posedge pause_out) begin
			is_paused <= ~is_paused;
	 end
	 clock_dividers divs(
		.clk_in(clk),
		.rst(rst_out),
		.clk_1hz(clk_1hz),
		.clk_2hz(clk_2hz),
		.clk_fast(clk_fast),
		.clk_blink(clk_blink)
	 );
	 wire [3:0] sec_1s;
	 wire [3:0] sec_10s;
	 wire [3:0] min_1s;
	 wire [3:0] min_10s;	  
	 counter count(
		.rst(rst_out),
		.pause(is_paused),
		.adj(adj),
		.sel(sel),
		.clk(clk),
		.clk_adj(clk_2hz),
		.sec_1s_out(sec_1s),
		.sec_10s_out(sec_10s),
		.min_1s_out(min_1s),
		.min_10s_out(min_10s)
	 );
	 wire [6:0] seg_min_10s;
	 wire [6:0] seg_min_1s;
	 wire [6:0] seg_sec_10s;
	 wire [6:0] seg_sec_1s;
	display sec1s(
		.number(sec_1s),
		.seg(seg_sec_1s)
	);
	display sec10s(
		.number(sec_10s),
		.seg(seg_sec_10s)
	);
	display min1s(
		.number(min_1s),
		.seg(seg_min_1s)
	);
	display min10s(
		.number(min_10s),
		.seg(seg_min_10s)
	);
	reg [1:0] an_count = 0;
	always @(posedge clk_fast) begin
		if (adj) begin
			if (sel == 0) begin  
				if (an_count == 0) begin
					an <= 4'b0111;
					an_count <= an_count + 1;
					if (clk_blink) begin
						seg <= seg_min_10s;
					end
					else begin
						seg <= 7'b1111111;  
					end
				end
				else if (an_count == 1) begin
					an <= 4'b1011;
					an_count <= an_count + 1;
					if (clk_blink) begin
						seg <= seg_min_1s;
					end
					else begin
						seg <= 7'b1111111;  
					end
				end
				else if (an_count == 2) begin
					an <= 4'b1101;
					seg <= seg_sec_10s;
					an_count <= an_count + 1;
				end
				else begin  
					an <= 4'b1110;
					seg <= seg_sec_1s;
					an_count <= 0;
				end
			end
			else begin  
				if (an_count == 0) begin
					an <= 4'b0111;
					an_count <= an_count + 1;
					seg <= seg_min_10s;
				end
				else if (an_count == 1) begin
					an <= 4'b1011;
					seg <= seg_min_1s;
					an_count <= an_count + 1;
				end
				else if (an_count == 2) begin
					an <= 4'b1101;
					an_count <= an_count + 1;
					if (clk_blink) begin
						seg <= seg_sec_10s;
					end
					else begin
						seg <= 7'b1111111;  
					end
				end
				else begin  
					an <= 4'b1110;
					an_count <= 0;
					if (clk_blink) begin
						seg <= seg_sec_1s;
					end
					else begin
						seg <= 7'b1111111;  
					end
				end
			end
		end		
		else begin
			if (an_count == 0) begin
				an <= 4'b0111;
				an_count <= an_count + 1;
				seg <= seg_min_10s;
			end
			else if (an_count == 1) begin
				an <= 4'b1011;
				seg <= seg_min_1s;
				an_count <= an_count + 1;
			end
			else if (an_count == 2) begin
				an <= 4'b1101;
				seg <= seg_sec_10s;
				an_count <= an_count + 1;
			end
			else begin  
				an <= 4'b1110;
				seg <= seg_sec_1s;
				an_count <= 0;
			end
		end
	end
endmodule

==> flow_summary_export.csv <==
group,metric,value,unit
placement,port_buffers,15,
detailed_routing,avgViaCountPerCell,4.88,
timing,unconstrained_endpoints,25,
yosys,most_common_cell,"sky130_fd_sc_hd__dfrtp_1",
cells_and_area,drive_above_1_share,7.39,%
setup_path,critical_path_at,2.79,ns
floorplanning,core_area,0.0273,mm²
yosys,largest_area_cell,"sky130_fd_sc_hd__dfrtp_1",
yosys,number_of_flip_flops_and_latches_in_the_synthesized_netlist,163,
detailed_routing,wire_per_inst,12.4,µm
status,run_status,"complete, no violations",
placement,routabilityCongestion,0.861,
grt,grt-busiest-layer,"met1",
setup_path,critical_path.n_buffers_inverters,1,
setup_path,crit_path_max_fanout,8,
detailed_routing,ant_nets,0,
grt,grt_use_total,12.0,%
grt,grt_met3_usage,2.64,%
detailed_routing,via_count,6308,
setup_path,worstSetupStartpointType,"register",
power_and_ir_drop,leakage_power_of_the_design,3.93,nW
timing,setup_violations,0,
timing,final_hold_viols,0,
grt,grt_first_pass_wirelength,28.3,mm
power_and_ir_drop,pwr_density_cell,509,mW/mm²
yosys,synth-edff-count,0,
yosys,netlist_instances,889,
timing,slew_at_the_pin_closest_to_its_max_slew_limit,0.905,ns
timing,maxSlewHeadroom,39.2,%
cells_and_area,area_growth_synth_to_finish,15.3,%
floorplanning,initial_core_util,30.9,%
yosys,synth_sequential_area_ratio,45.6,%
timing,unclocked_pins,14,
placement,dp_cells,1254,
floorplanning,floorplan.die.height,170,µm
grt,antenna_found_initial,0,
detailed_routing,route.detailed.drc,0,
detailed_routing,drt_first_pass_iters,5,
placement,hpwl,10.8,mm
timing,fmax,439,MHz
grt,gr-usage-met1,19.3,%
yosys,synth.yosys.warnings,5,
placement,dp_worst_setup_slack,0.630,ns
grt,grt-ovfl-total,0,
floorplanning,row_count,60,
detailed_routing,wirelength,16.0,mm
yosys,synth-main-ff-cell,"sky130_fd_sc_hd__dfrtp_1",
yosys,area_leaders,"sky130_fd_sc_hd__dfrtp_1 (34%), sky130_fd_sc_hd__dfxtp_1 (11%), sky130_fd_sc_hd__xnor2_1 (5.9%)",
floorplanning,chip_area,0.0287,mm²
setup_path,setup.worst_path.class,"register to register",
power_and_ir_drop,ir_worst_vdd,0.481,mV
timing,setup_ws,0.724,ns
job,openroad.warnings,45,
cells_and_area,layoutNonFillerInstCount,1292,
setup_path,worst_ep_required_time,3.51,ns
cts,post_cts_resize_count,0,
grt,pin_count_of_the_biggest_net_entering_global_routing,107,
yosys,yosysChipArea,0.00842,mm²
setup_path,critical-path-max-stage-delay,0.46,ns
yosys,ys_types,63,
setup_path,critical_path.top_delay_family,"simple AND/OR/NAND/NOR gates",
detailed_routing,drt-initial-drc-count,395,
hold_path,hold_class,"register to asynchronous set/reset pin",
cts,worstSkewPairLatency,0.63,ns
setup_path,worst-r2r-cell-count,6,
yosys,avgSynthCellArea,9.47,µm²
job,cap_violations,0,
grt,global_route.usage.met2,17.1,%
timing,final-max-slew-violation-count,0,
cts,cts.hold.buffers_added,0,
yosys,most_instantiated_cells_after_synthesis,"sky130_fd_sc_hd__dfrtp_1 (115), sky130_fd_sc_hd__nor2_1 (75), sky130_fd_sc_hd__nand2_1 (66)",
yosys,postSynth.asyncResetShare,70.6,%
cells_and_area,filler_cell_count,2666,
cts,path_clk_slew,0.06,ns
timing,timing.final.crit_share,75.9,%
grt,number_of_global_route_vias_before_repair,5895,
cts,cts_tree,"yes",
cts,cts_setup_buffers,0,
floorplanning,ios,16,
yosys,yosys.area.top_type_share,34.2,%
setup_path,critical_path_depth,6,
timing,totalNegativeSetupSlack,0,ns
yosys,ys_cells,889,
timing,grt_setup_unrepaired,"false",
setup_path,worst_setup_path_end_kind,"register",
yosys,syn-cell-area,0.00842,mm²
setup_path,cpMaxStageDelayCell,"sky130_fd_sc_hd__dfrtp_1",
detailed_routing,number_of_inserted_diodes,0,
setup_path,path_cells,"inv_1, ha_1, nand3b_4, o31a_1, or3_1, mux2_2",
timing,final.setup_skew,0.109,ns
timing,final.min_clock_period,2.28,ns
floorplanning,die_w,170,µm
[layout by cell type, fill, tap and decap left out, drive strengths merged, types with 32 or more instances in the layout]
master and count:
dfxtp 48, nand2 66, nor2 75, xor2 45, xnor2 57, o21ai 33, nand3 59, a21oi 32
inv 53, dfrtp 115
[through the flow]
step | total power, mW | utilization [%] | cell area (µm²) | hold WS, ns
5_1_grt | 5.20 | 35.6 | 9710 | 0.176
2_1_floorplan | 2.50 | - | 8430 | 0.430
3_5_place_dp | 2.61 | 32.9 | 8980 | 0.153
3_3_place_gp | 2.61 | 32.9 | 8980 | 0.154
6_report | 4.95 | 35.6 | 9710 | 0.150
4_1_cts | 5.01 | 35.6 | 9710 | 0.158
[registers in the layout, indices dropped and copies added, names as in the netlist, 2 cells and up]
signal and flops:
divs.count_2hz 32, divs.count_blink 32, divs.count_fast 32, pause_btn.count 16, rst_btn.count 16, seg 7, an 4, count.min_10s 4
count.min_1s 4, count.sec_10s 4, count.sec_1s 4, an_count 2
[power breakdown]
| group | switching, mW | internal [mW] | leakage [nW] | total [mW] |
|---|---|---|---|---|
| logic | 0.249 | 0.218 | 1.69 | 0.467 |
| registers | 0.131 | 1.96 | 1.87 | 2.09 |
| clock network | 0.904 | 1.48 | 0.364 | 2.39 |
| total | 1.28 | 3.66 | 3.93 | 4.95 |
[area by class of cell]
cell class	count	area, µm²	share of cell area (%)
clock buffer	25	604	6.22
clock inverter	13	131	1.35
timing repair buffer	22	215	2.22
inverter	45	173	1.78
sequential	163	3840	39.5
multi-input combinational	652	4290	44.1
tap	372	465	4.79
[metal layers]
layer | vias to the layer above | wire length, µm | part of all wire, %
met5 | - | 0 | 0
met3 | 12 | 619 | 3.9
li1 | 3215 | - | -
met4 | 0 | 131 | 0.82
met1 | 2966 | 8480 | 53
met2 | 115 | 6800 | 42
[cell families (layout without fill, tap and decap cells)]
family / after synthesis / after routing / share of synthesized area [%]
AND/OR/NAND/NOR: 390 / 390 / 25.4
flip-flops: 163 / 163 / 45.6
AND-OR/OR-AND: 118 / 118 / 8.91
XOR/XNOR: 102 / 102 / 10.6
buffers and inverters: 74 / 105 / 3.52
adder cells (fa/ha/maj): 28 / 28 / 4.16
multiplexers: 14 / 14 / 1.77
[path summary, 6_finish.rpt]
check / startpoint / slack (ns) / endpoint
setup / recovery: count.sec_1s[1] / 0.72 / count.min_10s[0]
hold / removal: rst_btn.btn_out / 0.15 / divs.count_fast[30]
setup reg to reg: count.sec_1s[1] / 0.72 / count.min_10s[0]
hold reg to reg: rst_btn.btn_out / 0.15 / divs.count_fast[30]
max in group asynchronous: rst_btn.btn_out / 2.03 / divs.count_2hz[12]
min in group clk0: rst_btn.count[0] / 0.46 / rst_btn.count[0]
[worst register-to-register path, stage by stage (launching register included)]
cell,delay [ns]
sky130_fd_sc_hd__dfrtp_1,0.46
sky130_fd_sc_hd__inv_1,0.19
sky130_fd_sc_hd__ha_1,0.24
sky130_fd_sc_hd__nand3b_4,0.13
sky130_fd_sc_hd__o31a_1,0.41
sky130_fd_sc_hd__or3_1,0.44
sky130_fd_sc_hd__mux2_2,0.29
Power and IR drop assume default switching activity.
